==> flow/design.v <==
package kronos_types;
typedef logic [31:0] instr_t;
typedef struct packed {
    logic [31:0] pc;
    logic [31:0] ir;
} pipeIFID_t;
typedef struct packed {
    logic [31:0] pc;
    logic [31:0] ir;
    logic [31:0] op1;
    logic [31:0] op2;
    logic [31:0] addr;
    logic        basic;
    logic [3:0]  aluop;
    logic        regwr_alu;
    logic        jump;
    logic        branch;
    logic        load;
    logic        store;
    logic [3:0]  mask;
    logic        csr;
    logic        system;
    logic [1:0]  sysop;
    logic        illegal;
    logic        misaligned_jmp;
    logic        misaligned_ldst;
} pipeIDEX_t;
parameter logic [4:0] INSTR_LOAD  = 5'b00_000;
parameter logic [4:0] INSTR_STORE = 5'b01_000;
parameter logic [4:0] INSTR_BR    = 5'b11_000;
parameter logic [4:0] INSTR_JALR  = 5'b11_001;
parameter logic [4:0] INSTR_MISC  = 5'b00_011;
parameter logic [4:0] INSTR_JAL   = 5'b11_011;
parameter logic [4:0] INSTR_OPIMM = 5'b00_100;
parameter logic [4:0] INSTR_OP    = 5'b01_100;
parameter logic [4:0] INSTR_SYS   = 5'b11_100;
parameter logic [4:0] INSTR_AUIPC = 5'b00_101;
parameter logic [4:0] INSTR_LUI   = 5'b01_101;
parameter logic [3:0] ADD       = 4'b0000;
parameter logic [3:0] SUB       = 4'b1000;
parameter logic [3:0] SLT       = 4'b0010;
parameter logic [3:0] SLTU      = 4'b0011;
parameter logic [3:0] XOR       = 4'b0100;
parameter logic [3:0] OR        = 4'b0110;
parameter logic [3:0] AND       = 4'b0111;
parameter logic [3:0] SLL       = 4'b0001;
parameter logic [3:0] SRL       = 4'b0101;
parameter logic [3:0] SRA       = 4'b1101;
parameter logic [2:0] BEQ       = 3'b000;
parameter logic [2:0] BNE       = 3'b001;
parameter logic [2:0] BLT       = 3'b100;
parameter logic [2:0] BGE       = 3'b101;
parameter logic [2:0] BLTU      = 3'b110;
parameter logic [2:0] BGEU      = 3'b111;
parameter logic [1:0] EQ        = 2'b00;
parameter logic [1:0] LT        = 2'b01;
parameter logic [1:0] GT        = 2'b10;
parameter logic [1:0] BYTE      = 2'b00;
parameter logic [1:0] HALF      = 2'b01;
parameter logic [1:0] WORD      = 2'b10;
parameter logic [1:0] ECALL     = 2'b00;
parameter logic [1:0] EBREAK    = 2'b01;
parameter logic [1:0] MRET      = 2'b10;
parameter logic [1:0] WFI       = 2'b11;
parameter logic [31:0] ZERO   = 32'h0;
parameter logic [31:0] FOUR   = 32'h4;
parameter logic [3:0] SOFTWARE_INTERRUPT    = 4'd3;
parameter logic [3:0] TIMER_INTERRUPT       = 4'd7;
parameter logic [3:0] EXTERNAL_INTERRUPT    = 4'd11;
parameter logic [3:0] INSTR_ADDR_MISALIGNED = 4'd0;
parameter logic [3:0] ILLEGAL_INSTR         = 4'd2;
parameter logic [3:0] BREAKPOINT            = 4'd3;
parameter logic [3:0] LOAD_ADDR_MISALIGNED  = 4'd4;
parameter logic [3:0] STORE_ADDR_MISALIGNED = 4'd6;
parameter logic [3:0] ECALL_MACHINE         = 4'd11;
parameter logic [1:0]  CSR_RW       = 2'b01;
parameter logic [1:0]  CSR_RS       = 2'b10;
parameter logic [1:0]  CSR_RC       = 2'b11;
parameter logic [11:0] MSTATUS      = 12'h300;
parameter logic [11:0] MIE          = 12'h304;
parameter logic [11:0] MTVEC        = 12'h305;
parameter logic [11:0] MSCRATCH     = 12'h340;
parameter logic [11:0] MEPC         = 12'h341;
parameter logic [11:0] MCAUSE       = 12'h342;
parameter logic [11:0] MTVAL        = 12'h343;
parameter logic [11:0] MIP          = 12'h344;
parameter logic [11:0] MCYCLE       = 12'hB00;
parameter logic [11:0] MINSTRET     = 12'hB02;
parameter logic [11:0] MCYCLEH      = 12'hB80;
parameter logic [11:0] MINSTRETH    = 12'hB82;
parameter logic [1:0] PRIVILEGE_MACHINE = 2'b11;
parameter logic [1:0] DIRECT_MODE   = 2'b00;
endpackage
package krz_map;
parameter logic [5:0] KRZ_SCRATCH       = 6'h00;
parameter logic [5:0] KRZ_BOOTVEC       = 6'h01;
parameter logic [5:0] KRZ_GPIO_DIR      = 6'h02;
parameter logic [5:0] KRZ_GPIO_WRITE    = 6'h03;
parameter logic [5:0] KRZ_GPIO_READ     = 6'h04;
parameter logic [5:0] KRZ_UART_CTRL     = 6'h05;
parameter logic [5:0] KRZ_UART_STATUS   = 6'h06;
parameter logic [5:0] KRZ_SPIM_CTRL     = 6'h07;
parameter logic [5:0] KRZ_SPIM_STATUS   = 6'h08;
endpackage
module spsram32_model #(
    parameter WORDS = 256,
    parameter AWIDTH = 32,
    parameter logic MASK_WR_ONLY = 0
)(
    input  logic                clk,
    input  logic [AWIDTH-1:0]   addr,
    input  logic [31:0]         wdata,
    output logic [31:0]         rdata,
    input  logic                en,
    input  logic                wr_en,
    input  logic [3:0]          mask
);
parameter D = $clog2(WORDS);
logic [31:0] MEM [WORDS];
logic [D-1:0] adr;
assign adr = addr[2+:D];
always_ff @(posedge clk) begin
    if (en) begin
        if (wr_en) begin
            for (int i=0; i<4; i++) begin
                if (mask[i]) MEM[adr][i*8+:8] <= wdata[i*8+:8];
            end
        end
        else begin
            if (MASK_WR_ONLY) rdata <=  MEM[adr];
            else begin
                for (int i=0; i<4; i++) begin
                    if (mask[i]) rdata[i*8+:8] <= MEM[adr][i*8+:8];
                    else rdata[i*8+:8] <= 'x;
                end
            end
        end
    end
end
endmodule
==> flow/run.sh <==
#!/bin/bash
# OpenROAD 26Q1-2900-gdf79404cd8, Yosys 0.63+post, stock flow scripts
make -C /OpenROAD-flow-scripts/flow DESIGN_CONFIG=/design/flow/config.mk WORK_HOME=/design/flow/orfs finish
==> flow/config.mk <==
export PLATFORM = sky130hd
export DESIGN_NAME = spsram32_model
export DESIGN_NICKNAME = spsram32_model
export VERILOG_FILES = /design/flow/design.v
export SDC_FILE = /design/flow/constraint.sdc
export NUM_CORES = 4
export LEC_CHECK = 1
export CORE_UTILIZATION = 30
export SYNTH_MEMORY_MAX_BITS = 65536
==> flow/constraint.sdc <==
current_design spsram32_model

set clk_period 30.2
set clk_io_pct 0.2

create_clock -name clk0 -period $clk_period [get_ports {clk}]

set non_clock_inputs [all_inputs -no_clocks]
set_input_delay [expr $clk_period * $clk_io_pct] -clock clk0 $non_clock_inputs
set_output_delay [expr $clk_period * $clk_io_pct] -clock clk0 [all_outputs]
==> flow_metrics.env <==
# yosys + openroad results
export IMPL_grt_pass1_wl_um=1133000
export IMPL_yosysUniqueCellTypes=21
export IMPL_dr_total_vias=146000
export IMPL_core_um2=1042000
export IMPL_cp_required_ns=31.02
export IMPL_die_x_um=1024
export IMPL_grt_use_total_pct=15.96
export IMPL_dr_pass1_iters=7
export IMPL_layout_area_comb_um2=62590
export IMPL_fmax_mhz=85.46
export IMPL_layout_top_cell="edfxtp_1"
export IMPL_yosysWarnings=1
export IMPL_p_switching_mw=4.905
export IMPL_clk_pin_slew_worst_paths_ns=0.06
export IMPL_netlist_instances=14080
export IMPL_stdcell_count=29040
export IMPL_clock_path_buffers=4
export IMPL_htreeDepth=6
export IMPL_ctsHoldBuffers=0
export IMPL_area_delta_synth_final_pct=14.07
export IMPL_reg2reg_depth=6
export IMPL_wire_per_inst_um=27.13
export IMPL_clk_latency_ns=1.17
export IMPL_syn_area_per_cell_um2=22.25
export IMPL_power_leakage_nw=105.8
export IMPL_p_per_area_nw_per_um2=64.96
export IMPL_fin_crit_sh_pct=38.75
export IMPL_arrival_ns=12.52
export IMPL_gp_congestion=0.8374
export IMPL_status="complete, no violations"
export IMPL_r2r_start="MEM[58][14]"
export IMPL_yosysSeqAreaShare_pct=78.84
export IMPL_worst_hold_path_type="flip-flop to flip-flop"
export IMPL_cts_tree="yes"
export IMPL_startpoint_type="input port"
export IMPL_intPower_mw=18.31
export IMPL_r2r_slack_ns=26.81
export IMPL_cts_repair_resized=0
export IMPL_relSlewSlack_pct=9.468
export IMPL_drive_above_1_share_pct=24.83
export IMPL_endpoint="rdata[16]"
export IMPL_ant_nets=0
export IMPL_min_delay_start="MEM[112][4]"
export IMPL_hold_violations=0
export IMPL_setup_violations=0
export IMPL_vias_per_cell=5.029
export IMPL_fin_tns_setup_ns=0
export IMPL_cts_buffers=805
export IMPL_regArea_um2=247000
export IMPL_critPathCaptureType="flip-flop"
export IMPL_post_cts_setup_buffer_count=0
export IMPL_fin_crit_ns=11.70
export IMPL_yosysCellCount=14080
export IMPL_ys_flops=8224
export IMPL_drt_iter0_drc=9406
export IMPL_chipArea_um2=1048000
export IMPL_rsz0062_at_grt="false"
export IMPL_die_h_um=1024
export IMPL_maxCapViolations=0
export IMPL_overflow=0
export IMPL_tool_warnings=90
export IMPL_irDropWorstVdd_v=0.00006711
export IMPL_nFillCells=94900
export IMPL_seq_power_share_pct=54.2
export IMPL_io_pins=103
export IMPL_io_buffers=78
export IMPL_criticalPathCategory="input port to flip-flop"
export IMPL_fp_utilization_pct=30.07
export IMPL_rows=375
export IMPL_drv_slew=0
export IMPL_grt_start_max_net_pins=133
export IMPL_p_clk_share_pct=41.5
export IMPL_cts_sinks=8224
export IMPL_crit_start="addr[2]"
export IMPL_worst_pin_slew_ns=1.353
export IMPL_syn_area_um2=313200
export IMPL_skew_ns=0.03959
export IMPL_root_buffer="clkbuf_16"
export IMPL_comb_power_share_pct=4.3
export IMPL_lay_top_cells="edfxtp_1, mux4_2, nor2_1"
export IMPL_drc=0
export IMPL_reg2reg_to="rdata[14]"
export IMPL_antenna_found_initial=38
export IMPL_grt_pass1_vias=162200
export IMPL_dp_hpwl_um=459100
export IMPL_drt_wl_total_um=787900
export IMPL_yosysChipArea_um2=313200
export IMPL_dp_cells=27510
export IMPL_critPathMaxFanout=58
export IMPL_p_sw_share_pct=21.13
[power groups by stage]
stage | registers, mW | logic, mW | clock network (mW)
after CTS | 12.6 | 1.02 | 9.80
after global routing | 12.6 | 1.08 | 10.2
final | 12.6 | 1.00 | 9.63
[synthesized netlist by cell type]
cell	number	area (um2)
buf_2	160	800.8
edfxtp_1	8224	247000
and2_1	3	18.77
o41ai_1	128	1121
a22oi_1	1024	7687
buf_4	38	285.3
buf_6	30	337.8
nand2b_1	6	37.54
and3_1	7	43.79
nand3_1	4	20.02
nand4_1	32	200.2
a21oi_1	512	2562
or2_1	1	6.260
nor2b_1	9	56.30
buf_1	93	349.1
nand2_1	106	397.9
or2_2	1	6.260
clkbuf_1	610	2290
mux4_2	2048	46120
nor3_1	5	25.02
nor2_1	1039	3900
[critical path: stages]
cell,delay (ns)
buf_16,0.30
buf_4,0.53
buf_4,0.64
buf_4,0.65
buf_4,0.67
buf_4,0.47
buf_4,0.60
buf_4,0.54
mux4_2,0.59
a22oi_1,0.44
a21oi_1,0.22
o41ai_1,0.34
nand4_1,0.25
[metrics by stage]
step / setup WS (ns) / power, mW / area, um2 / utilization (%) / hold slack [ns]
2_1_floorplan: 21.80 / 13.34 / 313200 / - / 0.8956
3_5_place_dp: 17.11 / 13.84 / 331900 / 31.87 / 1.012
5_1_grt: 17.82 / 23.88 / 357200 / 34.30 / 1.055
6_report: 18.50 / 23.21 / 357300 / 34.30 / 1.007
4_1_cts: 18.35 / 23.40 / 357200 / 34.29 / 1.009
3_3_place_gp: 17.12 / 13.82 / 331900 / 31.87 / 1.012
[worst min path at each step]
stage,endpoint,cells after the start,slack (ns)
finish,rdata[4],5,1.01
global route,rdata[4],5,1.06
CTS,rdata[4],5,1.01
[final cells by class]
class                      count  share of cell area (%)
sequential                  8224                   69.12
multi-input combinational   4925                   17.52
clock buffer                1002                   5.916
tap                        13760                   4.819
timing repair buffer         605                   1.454
clock inverter               482                   1.149
antenna                       39                 0.02731
[routing by layer]
layer | routed length [um] | part of all wire, % | vias to the layer above | GRT usage (%)
met2 | 378200 | 48 | 8358 | 24.56
met5 | 724 | 0.092 | - | 0.4505
met1 | 248700 | 32 | 75370 | 17.12
li1 | - | - | 61010 | -
met3 | 133600 | 17 | 1257 | 12.50
met4 | 26620 | 3.4 | 40 | 4.351
[registers in the layout (all words and copies together), names as in the netlist]
register  cells
rdata        32
MEM        8192
[cells by family after synthesis]
group	after synthesis	synth area share (%)
DFF	8224	78.84
buffers and inverters	931	1.297
AOI/OAI and AO/OA	1664	3.630
and+or+nand+nor	1213	1.504
muxes	2048	14.73
No activity file was given, so power comes from the tool's default toggle rates.
