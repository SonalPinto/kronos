`design/flow/run.sh`:
```
#!/bin/bash
# OpenROAD 26Q1-2900-gdf79404cd8, Yosys 0.63+post, stock flow scripts
make -C /OpenROAD-flow-scripts/flow DESIGN_CONFIG=/design/flow/config.mk WORK_HOME=/design/flow/orfs finish
```
`design/flow/config.mk`:
```
export PLATFORM = sky130hd
export DESIGN_NAME = wb_spi_master
export DESIGN_NICKNAME = wb_spi_master
export VERILOG_FILES = /design/flow/design.v
export SDC_FILE = /design/flow/constraint.sdc
export NUM_CORES = 4
export LEC_CHECK = 1
export CORE_UTILIZATION = 40
```
`design/flow/constraint.sdc`:
```
current_design wb_spi_master

set clk_period 7.4
set clk_io_pct 0.2

create_clock -name clk0 -period $clk_period [get_ports {clk}]

set non_clock_inputs [all_inputs -no_clocks]
set_input_delay [expr $clk_period * $clk_io_pct] -clock clk0 $non_clock_inputs
set_output_delay [expr $clk_period * $clk_io_pct] -clock clk0 [all_outputs]
```
`design/flow/design.v`:
```
package kronos_types;
typedef logic [31:0] instr_t;
typedef struct packed {
    logic [31:0] pc;
    logic [31:0] ir;
} pipeIFID_t;
typedef struct packed {
    logic [31:0] pc;
    logic [31:0] ir;
    logic [31:0] op1;
    logic [31:0] op2;
    logic [31:0] addr;
    logic        basic;
    logic [3:0]  aluop;
    logic        regwr_alu;
    logic        jump;
    logic        branch;
    logic        load;
    logic        store;
    logic [3:0]  mask;
    logic        csr;
    logic        system;
    logic [1:0]  sysop;
    logic        illegal;
    logic        misaligned_jmp;
    logic        misaligned_ldst;
} pipeIDEX_t;
parameter logic [4:0] INSTR_LOAD  = 5'b00_000;
parameter logic [4:0] INSTR_STORE = 5'b01_000;
parameter logic [4:0] INSTR_BR    = 5'b11_000;
parameter logic [4:0] INSTR_JALR  = 5'b11_001;
parameter logic [4:0] INSTR_MISC  = 5'b00_011;
parameter logic [4:0] INSTR_JAL   = 5'b11_011;
parameter logic [4:0] INSTR_OPIMM = 5'b00_100;
parameter logic [4:0] INSTR_OP    = 5'b01_100;
parameter logic [4:0] INSTR_SYS   = 5'b11_100;
parameter logic [4:0] INSTR_AUIPC = 5'b00_101;
parameter logic [4:0] INSTR_LUI   = 5'b01_101;
parameter logic [3:0] ADD       = 4'b0000;
parameter logic [3:0] SUB       = 4'b1000;
parameter logic [3:0] SLT       = 4'b0010;
parameter logic [3:0] SLTU      = 4'b0011;
parameter logic [3:0] XOR       = 4'b0100;
parameter logic [3:0] OR        = 4'b0110;
parameter logic [3:0] AND       = 4'b0111;
parameter logic [3:0] SLL       = 4'b0001;
parameter logic [3:0] SRL       = 4'b0101;
parameter logic [3:0] SRA       = 4'b1101;
parameter logic [2:0] BEQ       = 3'b000;
parameter logic [2:0] BNE       = 3'b001;
parameter logic [2:0] BLT       = 3'b100;
parameter logic [2:0] BGE       = 3'b101;
parameter logic [2:0] BLTU      = 3'b110;
parameter logic [2:0] BGEU      = 3'b111;
parameter logic [1:0] EQ        = 2'b00;
parameter logic [1:0] LT        = 2'b01;
parameter logic [1:0] GT        = 2'b10;
parameter logic [1:0] BYTE      = 2'b00;
parameter logic [1:0] HALF      = 2'b01;
parameter logic [1:0] WORD      = 2'b10;
parameter logic [1:0] ECALL     = 2'b00;
parameter logic [1:0] EBREAK    = 2'b01;
parameter logic [1:0] MRET      = 2'b10;
parameter logic [1:0] WFI       = 2'b11;
parameter logic [31:0] ZERO   = 32'h0;
parameter logic [31:0] FOUR   = 32'h4;
parameter logic [3:0] SOFTWARE_INTERRUPT    = 4'd3;
parameter logic [3:0] TIMER_INTERRUPT       = 4'd7;
parameter logic [3:0] EXTERNAL_INTERRUPT    = 4'd11;
parameter logic [3:0] INSTR_ADDR_MISALIGNED = 4'd0;
parameter logic [3:0] ILLEGAL_INSTR         = 4'd2;
parameter logic [3:0] BREAKPOINT            = 4'd3;
parameter logic [3:0] LOAD_ADDR_MISALIGNED  = 4'd4;
parameter logic [3:0] STORE_ADDR_MISALIGNED = 4'd6;
parameter logic [3:0] ECALL_MACHINE         = 4'd11;
parameter logic [1:0]  CSR_RW       = 2'b01;
parameter logic [1:0]  CSR_RS       = 2'b10;
parameter logic [1:0]  CSR_RC       = 2'b11;
parameter logic [11:0] MSTATUS      = 12'h300;
parameter logic [11:0] MIE          = 12'h304;
parameter logic [11:0] MTVEC        = 12'h305;
parameter logic [11:0] MSCRATCH     = 12'h340;
parameter logic [11:0] MEPC         = 12'h341;
parameter logic [11:0] MCAUSE       = 12'h342;
parameter logic [11:0] MTVAL        = 12'h343;
parameter logic [11:0] MIP          = 12'h344;
parameter logic [11:0] MCYCLE       = 12'hB00;
parameter logic [11:0] MINSTRET     = 12'hB02;
parameter logic [11:0] MCYCLEH      = 12'hB80;
parameter logic [11:0] MINSTRETH    = 12'hB82;
parameter logic [1:0] PRIVILEGE_MACHINE = 2'b11;
parameter logic [1:0] DIRECT_MODE   = 2'b00;
endpackage
package krz_map;
parameter logic [5:0] KRZ_SCRATCH       = 6'h00;
parameter logic [5:0] KRZ_BOOTVEC       = 6'h01;
parameter logic [5:0] KRZ_GPIO_DIR      = 6'h02;
parameter logic [5:0] KRZ_GPIO_WRITE    = 6'h03;
parameter logic [5:0] KRZ_GPIO_READ     = 6'h04;
parameter logic [5:0] KRZ_UART_CTRL     = 6'h05;
parameter logic [5:0] KRZ_UART_STATUS   = 6'h06;
parameter logic [5:0] KRZ_SPIM_CTRL     = 6'h07;
parameter logic [5:0] KRZ_SPIM_STATUS   = 6'h08;
endpackage
module fifo #(
    parameter WIDTH=8,
    parameter DEPTH=32
)(
    input  logic                        clk,
    input  logic                        rstz,
    input  logic                        clear,
    output logic [$clog2(DEPTH):0]      size,
    output logic                        full,
    output logic                        empty,
    input  logic [WIDTH-1:0]            din,
    input  logic                        din_vld,
    output logic                        din_rdy,
    output logic [WIDTH-1:0]            dout,
    output logic                        dout_vld,
    input  logic                        dout_rdy
);
localparam PW = $clog2(DEPTH);
logic [WIDTH-1:0] MEM [DEPTH];
logic [PW-1:0] wraddr, rdaddr;
logic [PW:0] wrptr, rdptr;
logic wr_en, rd_en;
logic fifo_empty;
assign wr_en = din_vld && ~full;
assign wraddr = wrptr[PW-1:0];
always_ff @(posedge clk or negedge rstz) begin
    if (~rstz) wrptr <= '0;
    else if (clear) wrptr <= '0;
    else if (wr_en) begin
        MEM[wraddr] <= din;
        wrptr <= wrptr + 1'b1;
    end
end
assign din_rdy = wr_en;
assign rd_en = (~dout_vld | dout_rdy) & ~fifo_empty;
assign rdaddr = rdptr[PW-1:0];
always_ff @(posedge clk or negedge rstz) begin
    if (~rstz) begin
        rdptr <= '0;
        dout_vld <= 1'b0;
        dout <= '0;
    end
    else if (clear) begin
        rdptr <= '0;
        dout_vld <= 1'b0;
        dout <= '0;
    end
    else begin
        if (rd_en) begin
            dout <= MEM[rdaddr];
            dout_vld <= 1'b1;
            rdptr <= rdptr + 1'b1;
        end
        else if (dout_vld && dout_rdy) begin
            dout_vld <= 1'b0;
            dout <= '0;
        end
    end
end
assign full = (wrptr[PW] != rdptr[PW]) && (wrptr[PW-1:0] == rdptr[PW-1:0]);
assign fifo_empty = rdptr == wrptr;
assign empty = fifo_empty & ~dout_vld;
always_ff @(posedge clk or negedge rstz) begin
    if (~rstz) size <= '0;
    else if (clear) size <= '0;
    else begin
        if (wr_en && ~(dout_vld && dout_rdy)) size <= size + 1'b1;
        else if (~wr_en && (dout_vld && dout_rdy)) size <= size - 1'b1;
    end
end
endmodule
module spi_master #(
    parameter PRESCALER_WIDTH = 16
)(
    input  logic        clk,
    input  logic        rstz,
    output logic        sclk,
    output logic        mosi,
    input  logic        miso,
    input  logic [PRESCALER_WIDTH-1:0] prescaler,
    input  logic        cpol,
    input  logic        cpha,
    input  logic [7:0]  din,
    input  logic        din_vld,
    output logic        din_rdy,
    output logic [7:0]  dout,
    output logic        dout_vld
);
logic [PRESCALER_WIDTH-1:0] timer;
logic tick;
logic [4:0] state;
logic init, done, active;
logic [7:0] tx_buffer, rx_buffer;
always_ff @(posedge clk or negedge rstz) begin
    if (~rstz) state <= '0;
    else if (din_vld && state == '0) state <= state + 1'b1;
    else if (active && tick) state <= (done) ? '0 : state + 1'b1;
end
assign active = state != '0;
assign init = din_vld && state == '0;
assign done = state == 5'd16 && tick;
assign din_rdy = init;
assign tick = timer == prescaler;
always_ff @(posedge clk or negedge rstz) begin
    if (~rstz) timer <= '0;
    else if (init) timer <= '0;
    else if (active) timer <= tick ? '0 : timer + 1'b1;
end
always_ff @(posedge clk or negedge rstz) begin
    if (~rstz) sclk <= 1'b0;
    else if (init) sclk <= cpol ? ~cpha : cpha;
    else if (active) begin
        if (tick) sclk <= done ? cpol : ~sclk;
    end
    else sclk <= cpol;
end
always_ff @(posedge clk or negedge rstz) begin
    if (~rstz) tx_buffer <= '0;
    else if (init) tx_buffer <= din;
    else if (tick && ~state[0]) tx_buffer <= tx_buffer << 1;
end
assign mosi = tx_buffer[7];
always_ff @(posedge clk or negedge rstz) begin
    if (~rstz) rx_buffer <= '0;
    else if (init) rx_buffer <= '0;
    else if (tick && state[0] && ~done) rx_buffer <= {rx_buffer[6:0], miso};
end
assign dout = rx_buffer;
assign dout_vld = done;
endmodule
module wb_spi_master #(
    parameter BUFFER=32,
    parameter PRESCALER_WIDTH = 16
)(
    input  logic        clk,
    input  logic        rstz,
    output logic        sclk,
    output logic        mosi,
    input  logic        miso,
    input  logic [PRESCALER_WIDTH-1:0]  prescaler,
    input  logic                        cpol,
    input  logic                        cpha,
    input  logic                        tx_clear,
    input  logic                        rx_clear,
    output logic [$clog2(BUFFER):0]     tx_size,
    output logic [$clog2(BUFFER):0]     rx_size,
    input  logic [7:0]  dat_i,
    output logic [7:0]  dat_o,
    input  logic        we_i,
    input  logic        stb_i,
    output logic        ack_o
);
logic txq_ack;
logic txq_full, txq_empty;
logic [$clog2(BUFFER):0] txq_size;
logic txq_din_vld, txq_din_rdy;
logic txq_dout_vld, txq_dout_rdy;
logic [7:0] txq_din, txq_dout;
logic rxq_ack;
logic rxq_full, rxq_empty;
logic [$clog2(BUFFER):0] rxq_size;
logic rxq_din_vld, rxq_din_rdy;
logic rxq_dout_vld, rxq_dout_rdy;
logic [7:0] rxq_din, rxq_dout;
fifo #(
    .WIDTH(8     ),
    .DEPTH(BUFFER)
) u_txq (
    .clk     (clk         ),
    .rstz    (rstz        ),
    .clear   (tx_clear    ),
    .size    (txq_size    ),
    .full    (txq_full    ),
    .empty   (txq_empty   ),
    .din     (txq_din     ),
    .din_vld (txq_din_vld ),
    .din_rdy (txq_din_rdy ),
    .dout    (txq_dout    ),
    .dout_vld(txq_dout_vld),
    .dout_rdy(txq_dout_rdy)
);
assign txq_din = dat_i;
assign txq_din_vld = stb_i & we_i & txq_ack;
fifo #(
    .WIDTH(8     ),
    .DEPTH(BUFFER)
) u_rxq (
    .clk     (clk         ),
    .rstz    (rstz        ),
    .clear   (rx_clear    ),
    .size    (rxq_size    ),
    .full    (rxq_full    ),
    .empty   (rxq_empty   ),
    .din     (rxq_din     ),
    .din_vld (rxq_din_vld ),
    .din_rdy (rxq_din_rdy ),
    .dout    (rxq_dout    ),
    .dout_vld(rxq_dout_vld),
    .dout_rdy(rxq_dout_rdy)
);
assign dat_o = rxq_dout;
assign rxq_dout_rdy = stb_i & ~we_i & rxq_ack;
always_ff @(posedge clk or negedge rstz) begin
    if (~rstz) begin
        txq_ack <= 1'b0;
        rxq_ack <= 1'b0;
    end
    else begin
        txq_ack <= stb_i & we_i;
        rxq_ack <= stb_i & ~we_i;
    end
end
assign tx_size = txq_size;
assign rx_size = rxq_size;
assign ack_o = stb_i & (txq_ack | rxq_ack);
spi_master #(
    .PRESCALER_WIDTH(PRESCALER_WIDTH)
)u_spim (
    .clk      (clk         ),
    .rstz     (rstz        ),
    .sclk     (sclk        ),
    .mosi     (mosi        ),
    .miso     (miso        ),
    .prescaler(prescaler   ),
    .cpol     (cpol        ),
    .cpha     (cpha        ),
    .din      (txq_dout    ),
    .din_vld  (txq_dout_vld),
    .din_rdy  (txq_dout_rdy),
    .dout     (rxq_din     ),
    .dout_vld (rxq_din_vld )
);
endmodule
```
==> insert_results.sql <==
-- metrics for the results database
INSERT INTO impl_metrics (metric_group, metric, value, unit) VALUES
('outcome', 'status', 'finished clean', ''),
('yosys', 'yosys.stat.chipArea', '25700', 'sq um'),
('sta', 'final-hold-violation-count', '0', ''),
('clocking', 'htree_num_levels', '3', ''),
('sta', 'post-route-period-util', '0.628', ''),
('floorplan', 'core_util_floorplan', '0.407', ''),
('clocking', 'hold_buffers', '0', ''),
('sta', 'finalCriticalPeriod', '4.65', 'ns'),
('power_and_ir_drop', 'irDropWorstVdd', '0.197', 'mV'),
('yosys', 'synth_area_per_cell', '14.0', 'sq um'),
('sta', 'worst_pin_slew', '1.10', 'ns'),
('clocking', 'tritoncts.num_buffers', '66', ''),
('floorplan', 'core-area', '63300', 'sq um'),
('placement', 'globalplace.congestion', '1.02', ''),
('flow_run', 'log.warning_count', '42', ''),
('yosys', 'netlist_top_cells_area', 'edfxtp_1, dfrtp_1, mux2i_1', ''),
('yosys', 'synthSimpleGateAreaFrac', '0.0979', ''),
('floorplan', 'die_x', '256', 'um'),
('yosys', 'topCombFamilyByArea', 'AND-OR/OR-AND gates', ''),
('floorplan', 'chip_area', '65400', 'sq um'),
('layout', 'layout_top_cells_excl_fill_tap', 'edfxtp_1, nor2_1, nand2_1', ''),
('clocking', 'cts_setup_buffers', '0', ''),
('route', 'drt_iter0_drc', '1306', ''),
('setup_path', 'crit-reg2reg-launch', 'u_txq.rdptr[4]$_DFFE_PN0P_', ''),
('clocking', 'ctsLongestPathBuffers', '3', ''),
('route', 'detail_route.wl_per_cell', '27.9', 'um'),
('route', 'drc_violations_left', '0', ''),
('setup_path', 'cpPeakStageDelay', '0.59', 'ns'),
('clocking', 'cts.root.buffer_cell', 'clkbuf_16', ''),
('yosys', 'synth_flop_count', '606', ''),
('setup_path', 'slowest_stage', 'nor3_2', ''),
('route', 'wl_met1', '30.2', 'mm'),
('layout', 'synthToLayoutAreaGrowth', '14.6', '%'),
('layout', 'fin_cells', '2810', ''),
('setup_path', 'arrival', '5.15', 'ns'),
('global_route', 'gr-total-overflow', '0', ''),
('route', 'via_count', '16650', ''),
('layout', 'layout.core_utilization', '0.466', ''),
('yosys', 'largest_area_cell', 'edfxtp_1', ''),
('yosys', 'fa_ha_area_frac', '0.0186', ''),
('setup_path', 'required', '7.90', 'ns'),
('yosys', 'yosys_cells', '1835', ''),
('route', 'met2_wl', '33.4', 'mm'),
('yosys', 'ys_async_sr_fraction', '0.155', ''),
('clocking', 'clock.latency.late_pin', '0.62', 'ns'),
('sta', 'grt_setup_unrepaired', 'false', ''),
('setup_path', 'setup_crit_end_kind', 'flop', ''),
('clocking', 'post_cts_resized', '0', ''),
('floorplan', 'boundaryPins', '56', ''),
('yosys', 'count_of_library_flops_with_an_enable_pin', '512', ''),
('setup_path', 'critical_path_peak_fanout', '8', ''),
('route', 'viasPerCell', '5.93', ''),
('sta', 'timing.max_slew.rel_slack', '0.246', ''),
('worst_hold_path', 'hp-start', 'u_rxq.MEM[0][5]$_DFFE_PP_', ''),
('yosys', 'synth-main-ff-cell', 'edfxtp_1', ''),
('flow_run', 'max_cap_viol_count', '0', ''),
('yosys', 'synth_compound_gate_area_share', '0.110', ''),
('clocking', 'clock_tree_from_tritoncts', 'done', ''),
('yosys', 'post_synth_xor_xnor_area', '0.0187', ''),
('setup_path', 'critical_path_cell_by_cell', 'clkdlybuf4s50_1, xor2_1, nor4_2, nand4_2, nor3_2, nand2_1, ha_1, a21o_1, a21oi_1, o21bai_1, a21oi_1, mux2i_1, mux2_2', ''),
('worst_hold_path', 'hp_class', 'reg2reg', ''),
('placement', 'place_inst', '2693', ''),
('yosys', 'netlist_instances', '1835', ''),
('sta', 'final_setup_violation_count', '0', ''),
('sta', 'maxSlewViolCount', '0', ''),
('layout', 'layout_top_cell_excl_fill_tap', 'edfxtp_1', ''),
('floorplan', 'floorplan.die.height', '256', 'um'),
('layout', 'layout-drive-gt1-share', '0.110', ''),
('setup_path', 'path_buffers', '1', ''),
('global_route', 'grt_max_degree', '53', ''),
('setup_path', 'crit_path_frequent_cell', 'a21oi_1', '');
## sequential cells by signal (all words and copies together), names as in the netlist, 5 cells and up
| name | count |
|---|---|
| u_rxq.MEM | 256 |
| u_txq.MEM | 256 |
| u_spim.timer | 16 |
| u_rxq.dout | 8 |
| u_spim.rx_buffer | 8 |
| u_spim.tx_buffer | 8 |
| u_txq.dout | 8 |
| u_rxq.rdptr | 6 |
| u_rxq.size | 6 |
| u_rxq.wrptr | 6 |
| u_txq.rdptr | 6 |
| u_txq.size | 6 |
| u_txq.wrptr | 6 |
| u_spim.state | 5 |
## worst paths after layout
| kind | slack (ns) | to | cells past startpoint |
|---|---|---|---|
| max in group asynchronous | 5.74 | u_txq.rdptr[4]$_DFFE_PN0P_ | 2 |
| worst max-delay path | 2.75 | u_rxq.size[5]$_DFFE_PN0P_ | 13 |
| min in group asynchronous | 0.73 | u_rxq.rdptr[2]$_DFFE_PN0P_ | 1 |
| worst min register to register | 0.48 | u_rxq.dout[5]$_DFFE_PN0P_ | 1 |
| worst min-delay path | 0.48 | u_rxq.dout[5]$_DFFE_PN0P_ | 1 |
| worst max register to register | 3.10 | u_txq.dout[1]$_DFFE_PN0P_ | 7 |
## logic make-up after synthesis
group | Yosys count
AND-OR/OR-AND | 390
XOR/XNOR | 55
adder cells (fa/ha/maj) | 37
buffers and inverters | 152
flip-flops | 606
multiplexers | 100
AND/OR/NAND/NOR | 495
## worst register-to-register path: stages (launching register included)
cell,delay (ns)
dfrtp_2,0.74
inv_1,0.54
ha_1,0.51
a222oi_1,0.41
nand4_1,0.30
a2111oi_0,1.03
o2111ai_1,0.36
a22o_1,0.30
## synth_stat cells, drive strengths merged (8+ instances only)
library cell	n
and3	18
nand2b	11
dfrtp	94
o22ai	24
ha	35
inv	40
a22oi	88
clkbuf	76
nand2	103
xor2	33
a2111oi	8
a32oi	19
nand3b	9
nor3	21
nand4	15
xnor2	22
nor2b	27
and2	19
a221o	12
buf	35
mux2	26
nand3	77
edfxtp	512
a21o	12
o32ai	10
a21oi	35
a32o	8
nor4	16
nor3b	15
o21ai	66
nor2	136
a31oi	12
a22o	28
mux2i	69
## power breakdown
group          internal (mW)  switching (mW)
logic                  0.477           0.901
clock network           1.83            1.33
registers               3.77           0.127
## per-layer routing
| layer | global-route usage | vias up |
|---|---|---|
| met4 | 0.0700 | 6 |
| li1 | - | 7304 |
| met5 | 0.0161 | - |
| met2 | 0.349 | 933 |
| met3 | 0.167 | 155 |
| met1 | 0.369 | 8252 |
## metrics by stage
| stage | power [mW] | cell area, sq um | setup slack [ns] | hold slack, ns |
|---|---|---|---|---|
| floorplan | 4.77 | 25700 | 3.14 | 0.450 |
| global placement | 5.32 | 27400 | 2.20 | 0.465 |
| detailed placement | 5.33 | 27400 | 2.11 | 0.464 |
| CTS | 8.48 | 29500 | 2.76 | 0.479 |
| global route | 8.77 | 29500 | 2.42 | 0.497 |
| finish | 8.44 | 29500 | 2.75 | 0.477 |
## area by class of cell
cell class	instances	area, sq um
clock buffers	77	1730
clock inverters	40	337
fillers	5462	33800
inverters	41	154
multi-input cells	1077	7410
flip-flops and latches	606	17700
well taps	846	1060
repair buffers	123	1060
Power and IR drop assume default switching activity.
